==> ./design.v <==
package Lab1_pkg;
    localparam  DW     = 2;
    typedef logic signed [DW-1:0]        datawidth_t;
    typedef logic signed [2*DW-1:0]      prod_dtwd_t;
    typedef logic signed [DW:0]          sumdif_dw_t;
    typedef logic signed [DW:0]          w_rshift1_t;
    typedef logic signed [DW+1:0]        w_rshift2_t;
    typedef logic        [3*DW-1:0]      datawidt3_t;
endpackage
module hex7seg (hex, display);
	input [3:0] hex;
	output [0:6] display;
	reg [0:6] display;
	always @ (hex)
		case (hex)
			4'h0: display = 7'b0000001;
			4'h1: display = 7'b1001111;
			4'h2: display = 7'b0010010;
			4'h3: display = 7'b0000110;
			4'h4: display = 7'b1001100;
			4'h5: display = 7'b0100100;
			4'h6: display = 7'b0100000;
			4'h7: display = 7'b0001111;
			4'h8: display = 7'b0000000;
			4'h9: display = 7'b0000100;
			4'hA: display = 7'b0001000;
			4'hb: display = 7'b1100000;
			4'hC: display = 7'b0110001;
			4'hd: display = 7'b1000010;
			4'hE: display = 7'b0110000;
			4'hF: display = 7'b0111000;
		endcase
endmodule
module Counter1s_RCO
	(
		input mclk, reset,		 
		output RCO   
  	);
  localparam CUENTA= 50000000;  
  integer conteo;
  always@ (negedge reset, posedge mclk)
	begin
	   if (reset == 1'b0 ) conteo <= 0;
	   else
				if (conteo == CUENTA) conteo <=0;  
				else conteo <= conteo + 1;
		end
	assign RCO = (conteo == CUENTA) ? 1'b1 : 1'b0 ;  
endmodule 
module counter_dec (input Clk, Reset, Enable,
                output reg [7:0] CurrentCount,
					 output RCO);
					 parameter MAXCOUNT =8'h59;
  always @ (posedge Clk or negedge Reset)
    begin
      if (!Reset)
		  CurrentCount <= 0;
      else
        if (Enable)
          if (CurrentCount[3:0] != MAXCOUNT[3:0])
            CurrentCount[3:0] <= CurrentCount[3:0] + 4'b0001;
          else
            begin
              CurrentCount[3:0] <= 4'b0000;
              if (CurrentCount[7:4] != MAXCOUNT[7:4]) 
                CurrentCount[7:4] <= CurrentCount[7:4] + 4'b0001;
              else
               CurrentCount[7:4] <= 4'b0000;
            end
    end
	 assign RCO = (CurrentCount == MAXCOUNT) ? 1'b1 : 1'b0 ; 
endmodule
module reloj_wrapper (
	input   MAX10_CLK1_50,  
	input  [1:0] SW,  
	output [0:6] HEX5, HEX4, HEX3, HEX2, HEX1, HEX0,  
	output [9:0]		LEDR	 
	);
	localparam WIDTH = 8;       
	localparam SECONDS = 8'h59;  
	localparam MINUTES = 8'h59;  
	localparam HOURS   = 8'h23;  
	wire Clock = MAX10_CLK1_50 ;	 
	wire Resetn = SW[0]; 
	wire Master_En = SW[1];
	wire En_Sec, En_Min, En_Hrs;
	wire [WIDTH-1:0] Sec, Min, Hrs;
   wire RCO_s, RCO_m, RCO_h,RCO_d;
	assign En_Sec = RCO_s & Master_En ;	 
   assign En_Min = RCO_s & RCO_m & Master_En;  
   assign En_Hrs = RCO_s & RCO_m & RCO_h & Master_En;  
	Counter1s_RCO Clk_1s_RCO ( .mclk(Clock), .reset(Resetn), .RCO(RCO_s) );   
	counter_dec # (.MAXCOUNT(SECONDS)) Seconds (.Clk(Clock), .Reset(Resetn), .Enable(En_Sec), .CurrentCount(Sec), .RCO(RCO_m)  );
	counter_dec # (.MAXCOUNT(MINUTES)) Minutes (.Clk(Clock), .Reset(Resetn), .Enable(En_Min), .CurrentCount(Min), .RCO(RCO_h)  );
	counter_dec # (.MAXCOUNT(HOURS))   Hours (.Clk(Clock), .Reset(Resetn), .Enable(En_Hrs), .CurrentCount(Hrs), .RCO(RCO_d)  );
	hex7seg digit1_Sec (Sec[3:0], HEX0);
	hex7seg digit0_Sec (Sec[7:4], HEX1);
	hex7seg digit1_Min (Min[3:0], HEX2);
	hex7seg digit0_Min (Min[7:4], HEX3);
	hex7seg digit1_Hrs (Hrs[3:0], HEX4);
	hex7seg digit0_Hrs (Hrs[7:4], HEX5);
	assign LEDR ={Sec,Resetn,RCO_d};   
endmodule
==> ./run.sh <==
#!/bin/bash
# OpenROAD 26Q1-2900-gdf79404cd8, Yosys 0.63+post, stock flow scripts
make -C /OpenROAD-flow-scripts/flow DESIGN_CONFIG=/design/flow/config.mk WORK_HOME=/design/flow/orfs finish
==> ./config.mk <==
export PLATFORM = sky130hd
export DESIGN_NAME = reloj_wrapper
export DESIGN_NICKNAME = reloj_wrapper
export VERILOG_FILES = /design/flow/design.v
export SDC_FILE = /design/flow/constraint.sdc
export NUM_CORES = 4
export LEC_CHECK = 1
export CORE_UTILIZATION = 30
==> ./constraint.sdc <==
current_design reloj_wrapper

set clk_period 9.0
set clk_io_pct 0.2

create_clock -name clk0 -period $clk_period [get_ports {MAX10_CLK1_50}]

set non_clock_inputs [all_inputs -no_clocks]
set_input_delay [expr $clk_period * $clk_io_pct] -clock clk0 $non_clock_inputs
set_output_delay [expr $clk_period * $clk_io_pct] -clock clk0 [all_outputs]
==> results.yml <==
# synthesis and place-and-route metrics
status:
  status: "finished, final reports clean"
clock_network:
  postCtsResizedCells: 0
  tritoncts_clock_tree: "yes"
  cts-htree-levels: 2
  clock-sinks: 56
  clock_network_latency_to_the_later_pin_of_the_worst_skew_pair_ps: 290
  post_cts_buffers: 0
  ctsRootBufferMaster: "clkbuf_16"
  max-clock-path-buffers: 2
  numCtsBuffers: 5
  hold_buffers: 0
  clk_pin_slew_worst_paths_ps: 60
setup_path:
  cp_peak_stage_delay_ps: 600
  slowest_stage: "clkdlybuf4s50_1"
  critical_path.startpoint_type: "input port"
  cp_cell_sequence: "buf_2, buf_4, clkdlybuf4s50_1"
  crit_type: "in -> out"
  critPathRequiredTime_ps: 7200
  worst-path-max-fanout: 57
  crit_buf_inv: 3
  crit_path_capture_type: "output pin"
  critical-path-top-delay-family: "buffers and inverters"
  worst_ep_arrival_time_ps: 3070
route:
  first_pass_iters: 4
  antenna_cells: 0
  wl_per_cell_um: 12.8
  drtIter0Drc: 253
  detailroute.via_count: 3578
  drt-vias-per-instance: 5.09
  drcViolationCount: 0
  postRouteAntennaNets: 0
  totalWireLength_mm: 9.03
logic_synthesis:
  yosys_cells: 484
  ys_async_sr_fraction_pct: 100
  syn-instance-count: 484
  synth.yosys.chip_area_mm2: 0.00433
  ys_seq_elements: 56
  synth.avg_cell_area_um2: 8.94
  ys_types: 55
  dominant_synthesized_flop_cell: "dfrtp_1"
  enable_flop_cells: 0
  seq_share_synth_pct: 32.4
  ys.warnings.count: 4
  post_synth_instance_area_mm2: 0.00433
global_route:
  grt_pass1_wl_mm: 15.7
  largest_net_degree_at_the_start_of_global_routing: 58
  antenna_found_initial: 0
  grtUsageTotal_pct: 13.0
  grt.overflow.total: 0
  via_count_of_the_first_global_routing_pass: 3258
final_timing:
  fmax_mhz: 205
  fin_tns_setup_ps: 0
  period_minus_slack_ps: 4870
  skew_ps: 6.58
  slew-limit-headroom_pct: 45.2
  final_tally_of_setup_violations: 0
  tightest_slew_ps: 815
  fin_crit_sh_pct: 54.1
  final_max_slew_viol_count: 0
  rsz0062_at_grt: "no"
  final_hold_violation_count: 0
pwr:
  total_power_mw: 0.458
  power_frac_comb_pct: 2.4
  power.net_switching_mw: 0.0918
  internal_power_mw: 0.367
  pwr_density_cell_mw_per_mm2: 89.0
  switching_share_pct: 20.0
  seqPwrFrac_pct: 55.0
  ir_drop_v: 0.0000784
  power_frac_clock_pct: 42.5
  p_leak_nw: 2.17
floorplanning:
  overall_die_width_um: 122
  floorplan.core_util_pct: 30.9
  floorplan.core_area_mm2: 0.0140
  fp.dieH_um: 122
  die_area_mm2: 0.0149
  fp-row-count: 43
  pin_count: 55
final_layout:
  final_layout_size_suffix_gt1_share_pct: 6.69
  syn2layout_area_growth_pct: 19.1
job:
  max_cap_viol_count: 0
  log.warning_count: 56
placed_design:
  detailedPlacementHpwl_mm: 6.52
  port_buffers: 54
  gp_congestion: 0.823
worst_hold_path:
  min_path_type: "reg -> reg"
per-stage QoR:
step	utilization [%]	worst slack (ps)	instance area (µm²)	hold WS (ps)	std cells
finish	36.8	4130	5150	494	703
floorplan	-	5300	4330	457	484
CTS	36.8	4070	5150	495	703
global placement	35.8	4080	5000	476	695
detailed placement	35.8	4070	5000	485	695
global route	36.8	3980	5150	521	703
cells in the final DEF (no fill, tap or decap), types with 5 or more instances in the layout:
cell | synthesis | final
ha_1 | 38 | 38
nor2_1 | 46 | 46
clkdlybuf4s50_1 | 0 | 53
mux2_2 | 8 | 8
inv_1 | 30 | 30
clkbuf_16 | 0 | 5
xor2_1 | 12 | 12
nor3_1 | 10 | 9
a21o_1 | 7 | 7
xnor2_1 | 15 | 15
dfrtp_1 | 56 | 56
a21oi_1 | 10 | 10
and3_1 | 7 | 7
nor4_1 | 12 | 12
nand3_1 | 20 | 20
mux2i_1 | 22 | 22
nor2b_1 | 7 | 7
o31ai_1 | 6 | 6
a22o_1 | 7 | 7
o21ai_0 | 25 | 25
nand4_1 | 17 | 17
nand2_1 | 36 | 36
mux4_2 | 5 | 5
or3b_2 | 5 | 5
o22ai_1 | 5 | 5
routing by layer:
layer  global-route usage, %  vias up  part of all wire (%)
li1                        -     1807                     -
met1                    20.3     1710                    50
met2                    19.7       49                    45
met3                    1.96       12                   3.3
met4                    1.68        0                   1.3
met5                       0        -                     0
worst paths after layout:
path	startpoint	to	slack (ps)	depth (start not counted)
min in group asynchronous	SW[0]	Seconds.CurrentCount[1]	1650	2
hold / removal	Clk_1s_RCO.conteo[31]	Clk_1s_RCO.conteo[31]	490	1
max in group asynchronous	SW[0]	Clk_1s_RCO.conteo[9]	6870	2
setup / recovery	SW[0]	LEDR[1]	4130	3
hold reg to reg	Clk_1s_RCO.conteo[31]	Clk_1s_RCO.conteo[31]	490	1
setup reg to reg	Clk_1s_RCO.conteo[0]	Seconds.CurrentCount[7]	6280	7
flip-flops by register name, indices dropped and copies added (netlist names):
signal / count
Minutes.CurrentCount: 8
Hours.CurrentCount: 8
Clk_1s_RCO.conteo: 32
Seconds.CurrentCount: 8
cell type report:
cell class,instances,area [µm²]
Sequential cell,56,1400
Timing Repair Buffer,58,566
Clock buffer,7,143
Multi-Input combinational cell,371,2700
Clock inverter,1,7.51
Tap cell,180,225
Inverter,30,113
Fill cell,1395,8840
power by group through the flow:
stage	clock (mW)	combinational, mW	sequential [mW]
4_1_cts	0.202	0.0117	0.252
5_1_grt	0.212	0.0132	0.252
6_report	0.195	0.0111	0.252
cells by family (layout without fill, tap and decap cells):
group / Yosys count / in the layout / synth area share [%]
XOR/XNOR: 27 / 27 / 5.47
flip-flops: 56 / 56 / 32.4
buffers and inverters: 57 / 96 / 5.38
AND/OR/NAND/NOR: 190 / 190 / 23.4
multiplexers: 35 / 35 / 9.78
adder cells (fa/ha/maj): 38 / 38 / 11.0
AND-OR/OR-AND: 81 / 81 / 12.6
synthesized netlist by cell type, drive strengths merged, types with 5 or more instances:
| cell type | number | area [µm²] |
|---|---|---|
| a21o | 7 | 52.6 |
| a21oi | 10 | 50.1 |
| a22o | 7 | 61.3 |
| and3 | 7 | 43.8 |
| buf | 9 | 52.5 |
| clkbuf | 18 | 67.6 |
| dfrtp | 56 | 1400 |
| ha | 38 | 475 |
| inv | 30 | 113 |
| mux2 | 8 | 90.1 |
| mux2i | 22 | 220 |
| mux4 | 5 | 113 |
| nand2 | 36 | 135 |
| nand3 | 20 | 100 |
| nand4 | 18 | 119 |
| nor2 | 46 | 173 |
| nor2b | 7 | 43.8 |
| nor3 | 10 | 50.1 |
| nor4 | 14 | 100 |
| o21ai | 26 | 130 |
| o22ai | 5 | 31.3 |
| o31ai | 6 | 45.0 |
| or3b | 5 | 43.8 |
| xnor2 | 15 | 131 |
| xor2 | 12 | 105 |
Power and IR drop assume default switching activity.
