--- flow/config.mk ---
export PLATFORM = sky130hd
export DESIGN_NAME = ALU_MAX10
export DESIGN_NICKNAME = ALU_MAX10
export VERILOG_FILES = /design/flow/design.v
export SDC_FILE = /design/flow/constraint.sdc
export NUM_CORES = 4
export LEC_CHECK = 1
export CORE_AREA = 10 10 70 70
export DIE_AREA = 0 0 80 80
--- flow/constraint.sdc ---
current_design ALU_MAX10

set clk_period 2.1
set clk_io_pct 0.2

create_clock -name clk0 -period $clk_period

set non_clock_inputs [all_inputs -no_clocks]
set_input_delay [expr $clk_period * $clk_io_pct] -clock clk0 $non_clock_inputs
set_output_delay [expr $clk_period * $clk_io_pct] -clock clk0 [all_outputs]
--- flow/design.v ---
package Lab1_pkg;
    localparam  DW     = 2;
    typedef logic signed [DW-1:0]        datawidth_t;
    typedef logic signed [2*DW-1:0]      prod_dtwd_t;
    typedef logic signed [DW:0]          sumdif_dw_t;
    typedef logic signed [DW:0]          w_rshift1_t;
    typedef logic signed [DW+1:0]        w_rshift2_t;
    typedef logic        [3*DW-1:0]      datawidt3_t;
endpackage
module ALU (y, a, b, c_in, select);		  
output 	[3: 0] 	y;
input [1:0] a,b;
input					c_in;
input		[4: 0]	select;
reg		[3: 0]	y;
always @ (*)
begin
y= 4'b0;
case ({select, c_in})
6'b00000_1:	y = a + 1'b1;
6'b00001_0:	y = a + b;
6'b00001_1:	y = a + b + 1'b1;
6'b00010_0:	y = a + ~b;
6'b00010_1:	y = a + (~b) + 1'b1;
6'b00011_0:	y = a - 1'b1;
6'b00011_1:	y = b;
6'b00100_0:	y = a & b;
6'b00101_0:	y = a | b;
6'b00110_0: y = a ^ b;
6'b00111_0:	y = ~a;
6'b01000_0:	y = a << 1;
6'b10000_0:	y = a >> 1;			 
6'b11000_0:	y = 0;             
default:		y = a;  
endcase
end
endmodule
module ALU_MAX10(SW,LEDR);
input [9:0] SW;
output [9:0] LEDR;
wire [1:0] a;
wire [1:0] b;
wire select; 
wire c_in;
wire [3:0] result;
assign a = SW[9:8];
assign b = SW[7:6];
assign c_in = SW[0];
assign select = SW[5:1];
assign LEDR[9:0] = result;
ALU MAX10(result,a,b,c_in,select);
endmodule 
--- flow/run.sh ---
#!/bin/bash
# OpenROAD 26Q1-2900-gdf79404cd8, Yosys 0.63+post, stock flow scripts
make -C /OpenROAD-flow-scripts/flow DESIGN_CONFIG=/design/flow/config.mk WORK_HOME=/design/flow/orfs finish
==> qor.yml <==
setup_path:
  crit_required_ns: 1.68
  worstPathMaxFanout: 2
  crit_type: "in -> out"
  cp-end-kind: "primary output"
  timing.critical_path.arrival_ns: 2.01
  cp-start-kind: "input port"
grt:
  grt_usage_pct: 2.08
  antenna_found_initial: 0
  grt_overflow_total: 0
  first_global_vias: 210
  grt_max_degree: 5
  grt_pass1_wl_um: 1080
floorplanning:
  fp.dieW_um: 80
  core_area_mm2: 0.00342
  io_pins: 20
  die_h_um: 80
  num_rows: 21
  die_area_mm2: 0.00640
  initCoreUtil_pct: 5.46
power:
  ir_worst_vdd_mv: 0.0392
  leakagePower_nw: 0.158
  p_total_w: 0.0000821
  power_density_mw_per_mm2: 215
sta:
  rsz0062_at_grt: "true"
  report.final.setup_viol: 2
  hold_violations: 0
  period_needed_ns: 2.43
  clock.fmax_ghz: 0.411
  finalCritPeriodShare_pct: 116
  fin_tns_setup_ns: -0.492
  slew_violations: 0
  finalWorstSetupSlack_ns: -0.332
drt:
  ant_nets: 0
  routed_via_density: 2.20
  initialDrtViolationCount: 0
  vias: 180
  first_pass_iters: 1
  n_antenna_cell: 0
  wl_per_cell_um: 7.72
  drc: 0
  totalWireLength_um: 633
logic_synthesis:
  netlist_area_um2: 186
  ys_area_um2: 186
  synth_cell_types: 11
  syn_inst: 21
  ys_cells: 21
  synth-warning-count: 2
  ys_seq_share_pct: 0
  syn_avg_cell_area_um2: 8.88
cells_and_area:
  layout-drive-gt1-share_pct: 52.8
  nClkBuffers: 0
  seq_cells: 0
  num-fill-cells: 402
  stdcell_area_um2: 382
  regArea_um2: 0
  area_growth_pct: 105
  finish.utilization_pct: 11.2
worst_hold_path:
  hold_class: "in -> out"
run:
  warning_count: 39
  cap_violations: 0
place:
  gp_congestion: 0.813
  dpl_cell_area_um2: 375
  dpl.hpwl_um: 555
  port_buffers: 10
outcome:
  status: "complete, but fails checks"
  violations: "setup timing"
clock_network:
  post-cts-setup-buffer-count: 0
  hold_buffers: 0
## power by group
group          switching, W  internal, W
clock network             0            0
logic             0.0000302    0.0000518
registers                 0            0
total             0.0000302    0.0000518
## cells by family after synthesis
family	after synthesis	share of synthesized area, %
other	1	2.01
xor gates and xnor gates	2	9.40
muxes	3	22.8
adders and majority gates	4	30.9
and+or+nand+nor	5	10.7
buffers and inverters	6	24.2
## critical path, stage by stage
cell	delay, ns
buf_8	0.10
ha_4	0.14
fa_2	0.57
ha_4	0.21
mux4_2	0.45
buf_2	0.13
## placed cells by master, fill, tap and decap left out, types with 2 or more instances in the layout
cell	instances
buf_2	4
conb_1	6
nand2_1	2
mux2i_1	2
ha_4	2
buf_4	6
clkdlybuf4s50_1	2
## timing repair
action	in CTS	in global routing
resized	32	1
endpoints found under the setup margin	4	2
pin swaps	4	1
## synth_stat cells
cell / count / share of area, %
buf_4: 6 / 24
conb_1: 1 / 2.0
nor2_1: 1 / 2.0
nand3_1: 1 / 2.7
mux4_2: 1 / 12
mux2i_1: 2 / 11
xor2_1: 1 / 4.7
fa_1: 1 / 11
ha_1: 3 / 20
nand2_1: 3 / 6.0
xnor2_1: 1 / 4.7
## metrics by stage
step	setup slack, ns	hold slack (ns)	cells
after floorplan	-0.0525	0.871	26
after global placement	-1.05	1.88	82
after detailed placement	-1.04	1.90	82
after CTS	-0.332	1.43	82
after global routing	-0.378	1.47	82
final	-0.332	1.40	82
## layer usage
layer	vias to the layer above	global-route usage [%]	part of all wire (%)
met5	-	0	0
met4	0	0	0
met3	0	1.02	14
met2	11	2.73	34
met1	80	3.13	51
li1	89	-	-
## final cells by class
class              count  area [um2]  share of cell area [%]
multi-input cells     20         193                    50.5
well taps             46        57.6                    15.1
repair buffers        16         131                    34.4
## final timing paths
path   from      end  slack [ns]  cells after the start
max   SW[8]  LEDR[1]       -0.33                      6
min   SW[8]  LEDR[3]        1.40                      6
Power and IR drop assume default switching activity.
