`/design/flow/config.mk`:
```
export PLATFORM = sky130hd
export DESIGN_NAME = mux32
export DESIGN_NICKNAME = mux32
export VERILOG_FILES = /design/flow/design.v
export SDC_FILE = /design/flow/constraint.sdc
export NUM_CORES = 4
export LEC_CHECK = 1
export CORE_AREA = 10 10 408 408
export DIE_AREA = 0 0 418 418
```
`/design/flow/constraint.sdc`:
```
current_design mux32

set clk_period 14.5
set clk_io_pct 0.2

create_clock -name clk0 -period $clk_period

set non_clock_inputs [all_inputs -no_clocks]
set_input_delay [expr $clk_period * $clk_io_pct] -clock clk0 $non_clock_inputs
set_output_delay [expr $clk_period * $clk_io_pct] -clock clk0 [all_outputs]
```
`/design/flow/design.v`:
```
package Lab1_pkg;
    localparam  DW     = 2;
    typedef logic signed [DW-1:0]        datawidth_t;
    typedef logic signed [2*DW-1:0]      prod_dtwd_t;
    typedef logic signed [DW:0]          sumdif_dw_t;
    typedef logic signed [DW:0]          w_rshift1_t;
    typedef logic signed [DW+1:0]        w_rshift2_t;
    typedef logic        [3*DW-1:0]      datawidt3_t;
endpackage
module mux32
   #(parameter WIDTH=32)
   (input [WIDTH-1:0] I0,I1,I2,I3,I4,I5,I6,I7,I8,I9,I10,I11,I12,I13,I14,I15,I16,I17,I18,I19,I20,I21,I22,I23,I24,
								I25,I26,I27,I28,I29,I30,I31,
    input [4:0] Sel,
    output [WIDTH-1:0] Data_out);
    wire [WIDTH-1:0] I [WIDTH];
    assign I[0]=I0;
    assign I[1]=I1;
    assign I[2]=I2; 
	 assign I[3]=I3;
	 assign I[4]=I4; 
	 assign I[5]=I5; 
	 assign I[6]=I6; 
	 assign I[7]=I7; 
	 assign I[8]=I8; 
	 assign I[9]=I9; 
	 assign I[10]=I10; 
	 assign I[11]=I11; 
	 assign I[12]=I12; 
	 assign I[13]=I13;
	 assign I[14]=I14;
	 assign I[15]=I15;
	 assign I[16]=I16;
	 assign I[17]=I17;
	 assign I[18]=I18;
	 assign I[19]=I19;
	 assign I[20]=I20;
	 assign I[21]=I21;
	 assign I[22]=I22;
	 assign I[23]=I23;
	 assign I[24]=I24;
	 assign I[25]=I25;
	 assign I[26]=I26;
	 assign I[27]=I27;
	 assign I[28]=I28;
	 assign I[29]=I29;
	 assign I[30]=I30;
	 assign I[31]=I31; 
    assign Data_out =I[Sel];
endmodule 
```
`/design/flow/run.sh`:
```
#!/bin/bash
# OpenROAD 26Q1-2900-gdf79404cd8, Yosys 0.63+post, stock flow scripts
make -C /OpenROAD-flow-scripts/flow DESIGN_CONFIG=/design/flow/config.mk WORK_HOME=/design/flow/orfs finish
```
==> run summary <==
The full implementation flow was run.

The run finished with clean final reports. The global-route usage over all layers stands at 21.4%. The data required time of the critical path stands at 11.60 ns. Endpoints with negative setup slack in the final report add up to 0. Setup repair after global routing left no endpoint under its margin. The count of unique library cells instantiated by Yosys stands at 36.

The tally of OpenROAD warnings stands at 36. Of the available clock period, the critical path in the final layout requires 73.0%. After floorplanning, the die was sized to cover 175000 um^2. The count of warnings emitted by yosys stands at 1. In the final layout, the share of cells above drive strength 1 is 4.77%. In the routed design, unresolved DRC markers number 0. The global placement routability congestion stands at 0.989. The core region is 158000 um^2. The routed wire length stands at 195 mm. The library cells used most frequently in the layout, excluding fill and tap cells, are 1059 x clkdlybuf4s50_1, 535 x nand3_1, 153 x nand4_1.

The first global-routing pass estimated 235 mm of wire. The first-iteration detailed-routing DRC count stands at 2337. Across all layers, the routed design uses 18800 vias. STA classifies the critical path startpoint as a primary input. Signal routing reaches up to met5. According to the hold report, the worst path is of the in -> out type. The initial antenna violation count is 224.

The detailed-routing iteration count for the pre-antenna-repair pass stands at 6. From synthesis to final layout, the design area changed by 166%. The power density of the placed cells stands at 28.8 nW/um^2.

Averaged over all synthesized cells, the footprint is 5.88 um^2. STA classifies the critical path endpoint as a primary output. Measured along the y axis, the die boundary spans 418 um. The number of port buffers stands at 1061. The clock buffer count stands at 0. The number of top-level pins stands at 1061. The final power report lists total power as 0.609 mW.

Summed over all cells, the static leakage comes to 7.06 nW. The synthesized design devotes to its leading area cell type 33.6% of total area. The synthesis report lists the most area-consuming cells as nand3_1 34%, nand4_1 12%, and3_1 9.6%. Looking at the setup timing report, the critical path kind is in -> out.

The final antenna-violating net count stands at 0. For this block, wires on met1 add up to 70.7 mm. The data arrival time of the worst path stands at 7.69 ns. The script logs the ratio of routed vias to standard cells as 4.23. After routing, the total negative slack on setup checks comes to 0 ns. In this run the worst path has a maximum fanout of 89. The minimum clock period after layout stands at 10.59 ns.

For this run, the register share of the synthesized area comes to 0%. The cts-stage hold buffer count stands at 0. The sum of met3 wire segment lengths after detailed routing stands at 19.0 mm. The netlist area before placement stands at 7960 um^2. At the pin with the least slew margin, the transition time is 1.37 ns. The starting density of the core stands at 5.04%. The count of maximum capacitance violations stands at 0.

Yosys reports a chip area of 7960 um^2. The number of global-route vias before repair stands at 18200. The residual overflow from global routing stands at 0. In this run the horizontal extent of the chip is 418 um.

The report lists the number of cells resized after CTS as 0. The number of core rows stands at 146. The sequential cells in the finished layout cover a total of 0 um^2. The normalized max-slew margin stands at 6.32%. The average detailed-routed wire length per instance stands at 44.0 um.

The achievable frequency stands at 94.4 MHz. The synthesized design spends more area on one cell type than any other, namely nand3_1. Entering global routing, the biggest net connects 107 pins. The number of standard cells after synthesis stands at 1354.

The top cell type in the final layout, fill and taps aside, is clkdlybuf4s50_1. The count of instantiated cells in the yosys netlist stands at 1354. The detailed router reports a met2 wire length of 96.0 mm.

Post-CTS timing repair inserted 0 buffers for setup. The maximum resistive drop on vdd stands at 14.0 uV. Hold-check failures listed in the final report amount to 0.

The number of stages on the worst hold path stands at 3. The final number of max-transition violations stands at 0. Note, the detailed placer reported a final HPWL of 174 mm. Sequential cells placed in the final layout were counted as 0.
metal layers:
layer,GRT usage [%],up-vias
met5,0,-
met4,8.75,128
met3,7.83,452
met2,36.3,1485
met1,24.2,9199
li1,-,7527
power by group:
| part | leakage [nW] | total (mW) | internal (mW) | switching (mW) |
|---|---|---|---|---|
| registers | 0 | 0 | 0 | 0 |
| clock network | 0.000482 | 0.000000699 | 0.000000698 | 0 |
| logic | 7.06 | 0.609 | 0.328 | 0.282 |
worst paths after layout:
kind | startpoint | endpoint | slack (ns)
worst min-delay path | I0[6] | Data_out[6] | 6.76
worst max-delay path | Sel[3] | Data_out[19] | 3.91
stage by stage:
step / hold WS, ns / instance area, um^2 / instances / util [%] / setup WS (ns)
2_1_floorplan: 5.88 / 7960 / 1354 / - / 7.07
3_3_place_gp: 6.77 / 20900 / 4357 / 13.3 / 3.82
3_5_place_dp: 6.78 / 21000 / 4358 / 13.3 / 3.90
4_1_cts: 6.77 / 21000 / 4358 / 13.3 / 3.88
5_1_grt: 6.79 / 21100 / 4410 / 13.4 / 3.89
6_report: 6.76 / 21200 / 4442 / 13.4 / 3.91
critical path, stage by stage:
cell,delay [ns]
clkdlybuf4s50_1,0.76
nor2b_4,0.35
buf_12,0.24
and2_2,0.50
buf_4,0.30
a2111oi_0,1.14
nand3_1,0.29
o32a_1,0.52
clkdlybuf4s50_1,0.48
cell usage after synthesis, drive strengths merged (5+ instances only):
cell / count
a32oi: 70
buf: 76
clkbuf: 125
or4: 32
a2111oi: 32
and3: 122
o21ai: 27
a21oi: 5
nand3: 535
o32a: 31
nor2: 6
a22oi: 83
mux2: 12
nand4: 153
and2: 12
cells by family after synthesis:
kind of cell / Yosys count / share of synthesized area, %
and+or+nand+nor: 880 / 61.2
muxes: 12 / 1.70
AOI/OAI and AO/OA: 260 / 26.2
buffers and inverters: 202 / 10.9
area by class of cell:
class              instances  area, um^2
repair buffers          1133       11200
well taps               2072        2590
fillers                18300      137000
inverters                  1        3.75
diodes                    84         210
multi-input cells       1152        7170
Power is estimated from default activity; no workload was simulated.
